File: ./config.mk
export PLATFORM = sky130hd
export DESIGN_NAME = breakout_game_top
export DESIGN_NICKNAME = breakout_game_top
export VERILOG_FILES = /design/flow/design.v
export SDC_FILE = /design/flow/constraint.sdc
export NUM_CORES = 4
export LEC_CHECK = 1
export CORE_UTILIZATION = 30
File: ./constraint.sdc
current_design breakout_game_top

set clk_period 4.6
set clk_io_pct 0.2

create_clock -name clk0 -period $clk_period [get_ports {clk}]

set non_clock_inputs [all_inputs -no_clocks]
set_input_delay [expr $clk_period * $clk_io_pct] -clock clk0 $non_clock_inputs
set_output_delay [expr $clk_period * $clk_io_pct] -clock clk0 [all_outputs]
File: ./design.v
module breakout_game
(
	input clk,reset_n,
	input video_on,
	input [1:0] key,
	input [11:0] pixel_x,pixel_y,
	output reg [2:0] rgb
);
localparam WALL_1_XL=100,  
					WALL_1_XR=105,					
					WALL_2_XL=110,  
					WALL_2_XR=115, 
					WALL_3_XL=120,  
					WALL_3_XR=125, 
					WALL_4_XL=130,  
					WALL_4_XR=135, 
					WALL_5_XL=140,  
					WALL_5_XR=145, 
					BRICK_SPACE=3,
					BAR_XL=550,  
					BAR_XR=555,  
					BAR_LENGTH=80,  
					BAR_V=4,  
					BALL_DIAM=7,  
					BALL_V=7;  
wire wall_1_on,wall_2_on,wall_3_on,
wall_4_on,wall_5_on,bar_on,ball_box;
reg ball_on;
reg [2:0] rom_addr;
reg [7:0] rom_data;
reg [9:0] bar_top_reg=220,bar_top_next;
reg [9:0] ball_x_reg=280,ball_x_next;
reg [9:0] ball_y_reg=200,ball_y_next;
reg ball_x_delta_reg, ball_x_delta_next;
reg ball_y_delta_reg, ball_y_delta_next;
reg hold_reg,hold_next;
reg [4:0] wall_reg,wall_next;
assign wall_1_on= WALL_1_XL<=pixel_x && pixel_x<=WALL_1_XR && !( (120<=pixel_y && pixel_y<=125) || (240<=pixel_y && pixel_y<=245) || (360<=pixel_y && pixel_y<=365)); 
assign wall_2_on= WALL_2_XL<=pixel_x && pixel_x<=WALL_2_XR && !( (60<=pixel_y && pixel_y<=65) || (180<=pixel_y && pixel_y<=185) || (300<=pixel_y && pixel_y<=305) || (420<=pixel_y && pixel_y<=425));
assign wall_3_on= WALL_3_XL<=pixel_x && pixel_x<=WALL_3_XR && !( (120<=pixel_y && pixel_y<=125) || (240<=pixel_y && pixel_y<=245) || (360<=pixel_y && pixel_y<=365)); 
assign wall_4_on= WALL_4_XL<=pixel_x && pixel_x<=WALL_4_XR && !( (60<=pixel_y && pixel_y<=65) || (180<=pixel_y && pixel_y<=185) || (300<=pixel_y && pixel_y<=305) || (420<=pixel_y && pixel_y<=425));
assign wall_5_on= WALL_5_XL<=pixel_x && pixel_x<=WALL_5_XR && !( (120<=pixel_y && pixel_y<=125) || (240<=pixel_y && pixel_y<=245) || (360<=pixel_y && pixel_y<=365)); 
assign bar_on = pixel_x >= BAR_XL && pixel_x<=BAR_XR && pixel_y>=bar_top_reg && pixel_y <= (bar_top_reg + BAR_LENGTH);
assign ball_box = pixel_x >= ball_x_reg && pixel_x<= ball_x_reg + BALL_DIAM &&
pixel_y >= ball_y_reg && pixel_y <= ball_y_reg + BALL_DIAM;
always @*
begin
	rom_addr=0;
	ball_on=0;
	if(ball_box)
	begin
		rom_addr = pixel_y - ball_y_reg;
		if(rom_data[pixel_x-ball_y_reg]) ball_on=1;
	end
end
always @* begin
	case(rom_addr)
		3'd0: rom_data=8'b0001_1000;
		3'd1: rom_data=8'b0011_1100;
		3'd2: rom_data=8'b0111_1110;
		3'd3: rom_data=8'b1111_1111;
		3'd4: rom_data=8'b1111_1111;
		3'd5: rom_data=8'b0111_1110;
		3'd6: rom_data=8'b0011_1100;
		3'd7: rom_data=8'b0001_1000;
	 endcase
end
always @(posedge clk or negedge reset_n)
begin
	if(!reset_n)
	begin
		bar_top_reg <= 220;
		ball_x_reg <= 280;
		ball_y_reg <= 280;
		ball_x_delta_reg <= 0;
		ball_y_delta_reg <= 0;
		wall_reg <= 5'b11111;
		hold_reg <= 0;
	end
	else
	begin
		bar_top_reg <= bar_top_next;
		ball_x_reg <= ball_x_next;
		ball_y_reg <= ball_y_next;
		ball_x_delta_reg <= ball_x_delta_next;
		ball_y_delta_reg <= ball_y_delta_next;	
		wall_reg <= wall_next;
		hold_reg <= hold_next;
	end
end
always @*
begin
	bar_top_next = bar_top_reg;
	ball_x_next = ball_x_reg;
	ball_y_next = ball_y_reg;
	ball_x_delta_next = ball_x_delta_reg;
	ball_y_delta_next = ball_y_delta_reg;
	wall_next = wall_reg;
	hold_next = hold_reg;
	if(pixel_y == 500 && pixel_x==0)  
	begin
		if(key[0] && bar_top_reg > BAR_V) bar_top_next = bar_top_reg - BAR_V;
		else if(key[1] && bar_top_reg <(480-BAR_LENGTH)) bar_top_next = bar_top_reg + BAR_V;
		if(ball_x_reg <= WALL_5_XR)
		begin
			if(!hold_reg && ball_x_delta_reg == 0)
			begin
				case(wall_reg)
					5'b11111:
						if(ball_x_reg <= WALL_5_XR)
						begin
							ball_x_delta_next = 1;
							wall_next = wall_reg << 1;
							hold_next = 1;
						end
					5'b11110:
						if(ball_x_reg <= WALL_4_XR)
						begin
							ball_x_delta_next = 1;
							wall_next = wall_reg << 1;
							hold_next = 1;
						end
					5'b11100:
						if(ball_x_reg <= WALL_3_XR)
						begin
							ball_x_delta_next = 1;
							wall_next = wall_reg << 1;
							hold_next = 1;
						end
					5'b11000:
						if(ball_x_reg <= WALL_2_XR)
						begin
							ball_x_delta_next = 1;
							wall_next = wall_reg << 1;
							hold_next = 1;
						end
					5'b10000:
						if(ball_x_reg <= WALL_1_XR)
						begin
							ball_x_delta_next = 1;
							wall_next = wall_reg << 1;
							hold_next = 1;
						end				
				endcase
			end
		end
		else
			hold_next = 0;
		if(ball_x_reg <= BAR_XR && ball_x_reg >= BAR_XL && 
		ball_y_reg+BALL_DIAM >= bar_top_reg && ball_y_reg <= bar_top_reg+BAR_LENGTH)
			ball_x_delta_next = ~ball_x_delta_reg;
		else if(ball_x_reg <=5) ball_x_delta_next = ~ball_x_delta_reg;
		else if(ball_x_reg + BALL_DIAM >= 640) ball_x_delta_next = ~ball_x_delta_reg;
		if(ball_y_reg <=5) ball_y_delta_next = ~ball_y_delta_reg;
		else if(ball_y_reg + BALL_DIAM >= 480) ball_y_delta_next = ~ball_y_delta_reg;
		ball_x_next = (ball_x_delta_next)? ball_x_reg + BALL_V : ball_x_reg - BALL_V;
		ball_y_next = (ball_y_delta_next)? ball_y_reg + BALL_V: ball_y_reg - BALL_V ;
	end
end
always @(*)
begin
	rgb=0;
	if(video_on)
	begin
		if(wall_1_on && wall_reg[4]) rgb = 3'b111;
		else if(wall_2_on && wall_reg[3]) rgb = 3'b001;
		else if(wall_3_on && wall_reg[2]) rgb = 3'b010;
		else if(wall_4_on && wall_reg[1]) rgb = 3'b011;
		else if(wall_5_on && wall_reg[0]) rgb = 3'b100;
		else if(bar_on) rgb = 3'b010;
		else if(ball_on) rgb=3'b100;
		else 
			rgb=3'b110;
	end
end
endmodule
module breakout_game_top
(
	input clk,reset_n,
	input [1:0] btn,
	output vga_hsync,vga_vsync,
	output [2:0] vga_rgb
);
wire [9:0] pixel_x,pixel_y;
wire video_on;
reg [2:0] rgb_reg;
wire [2:0] rgb_next;
vga_sync vga_sync_inst
(
	.clk(clk), .rst_n(reset_n), .hsync(vga_hsync),.vsync(vga_vsync),.pixel_x(pixel_x),.pixel_y(pixel_y),
	.video_on(video_on)
);
breakout_game breakout_game_inst
(	.clk(clk),.reset_n(reset_n),
	.video_on(video_on),
	.key(btn),
	.pixel_x(pixel_x),.pixel_y(pixel_y),
	.rgb(rgb_next)
);
always @(posedge clk or negedge reset_n)
begin
	if(~reset_n)
		rgb_reg <= 0;
	else 
		rgb_reg <= rgb_next;
end
assign vga_rgb = rgb_reg;
endmodule
`timescale 1ns / 1ps
module vga_sync(
	input clk,rst_n,  
	output hsync,vsync,
	output reg video_on,
	output[11:0] pixel_x,pixel_y
    );		
	 localparam HD=640,  
					HR=16,  
					HRet=96,  
					HL=48,  
					VD=480,  
					VB=10,  
					VRet=2,  
					VT=33;  
	reg[11:0] vctr_q=0,vctr_d;  
	reg[11:0] hctr_q=0,hctr_d;  
	reg hsync_q=0,hsync_d;  
	reg vsync_q=0,vsync_d;  
   reg      pcount;       
   wire  en = (pcount == 0);
   always @ (posedge clk) pcount <= ~pcount;
   assign   pix_clk = en;
	always @(posedge pix_clk,negedge rst_n) begin
		if(!rst_n) begin
			vctr_q<=0;
			hctr_q<=0;
			vsync_q<=0;
			hsync_q<=0;
		end
		else begin
			vctr_q<=vctr_d;
			hctr_q<=hctr_d;
			vsync_q<=vsync_d;
			hsync_q<=hsync_d;
		end
	end
	always @* begin
		vctr_d=vctr_q;
		hctr_d=hctr_q;
		video_on=0;
		hsync_d=1; 
		vsync_d=1; 
		if(hctr_q==HD+HR+HRet+HL-1) hctr_d=0;  
		else hctr_d=hctr_q+1'b1;
		if(vctr_q==VD+VB+VRet+VT-1) vctr_d=0;  
		else if(hctr_q==HD+HR+HRet+HL-1) vctr_d=vctr_q+1'b1;
		if(hctr_q<HD && vctr_q<VD) video_on=1;  
		if( (hctr_d>=HD+HR) && (hctr_d<=HD+HR+HRet-1) ) hsync_d=0;   
		if( (vctr_d>=VD+VB) && (vctr_d<=VD+VB+VRet-1) ) vsync_d=0;  
	end
		assign vsync=vsync_q;
		assign hsync=hsync_q;
		assign pixel_x=hctr_q;
		assign pixel_y=vctr_q;
endmodule
File: ./run.sh
#!/bin/bash
# OpenROAD 26Q1-2900-gdf79404cd8, Yosys 0.63+post, stock flow scripts
make -C /OpenROAD-flow-scripts/flow DESIGN_CONFIG=/design/flow/config.mk WORK_HOME=/design/flow/orfs finish
==> flow_metrics.tcl <==
# implementation run metrics
set metrics [dict create \
    drv_cap 0 \
    drive_gt1_share_pct 6.67 \
    grt_pass1_vias 4958 \
    tool_warnings 43 \
    cts_root_buffer "clkbuf_16" \
    flop_cell "dfrtn_1" \
    cts_setup_buffers 0 \
    slowest_delay_ns 0.48 \
    busiest_layer "met1" \
    crit-reg2reg-launch "breakout_game_inst.ball_y_reg[0]" \
    core_region_area_mm2 0.0210 \
    skew_ns 0.00677 \
    path_buffers 2 \
    remaining_drc_errors 0 \
    cts_tree "done" \
    path_cells "inv_1 > ha_1 > nand2b_1 > and2_1 > nand3_1 > xnor2_1 > ha_1 > a21o_1 > a21oi_1 > and2_1 > o21ai_0 > a211oi_1 > mux2i_1 > buf_4 > mux2i_1 > xnor2_1" \
    hold_start "breakout_game_inst.wall_reg[0]" \
    fp.dieH_um 148 \
    switching_share_pct 23.1 \
    synthArstFlopShare_pct 98.5 \
    final_area_mm2 0.00687 \
    min_path_type "flip-flop to flip-flop" \
    timing.fmax_ghz 0.268 \
    synth_flop_count 66 \
    gr-usage-met1_pct 23.8 \
    insertion_delay_ns 0.29 \
    track_usage_pct 15.1 \
    stdcell_count 1010 \
    intPower_uw 618 \
    rsz0062_at_grt "false" \
    peakVddDrop_mv 0.144 \
    clockPowerShare_pct 53.0 \
    outcome "completed" \
    top_area_cell "ha_1" \
    die_area_mm2 0.0219 \
    ys_area_mm2 0.00640 \
    dr.pass1.iters 5 \
    clk_path_buf_depth 2 \
    syn_area_per_cell_um2 8.54 \
    unclocked_regs 26 \
    rows 53 \
    power_leakage_uw 0.00281 \
    yosysUniqueCellTypes 77 \
    arrival_ns 3.95 \
    ctsResizeCount 0 \
    holdBufCountCts 0 \
    syn_to_final_growth_pct 7.39 \
    gp_congestion 0.941 \
    final_hold_viol_count 0 \
    placed_cells 1002 \
    p_switching_uw 186 \
    num_vias 5325 \
    power_density_mw_per_mm2 117 \
    routed_via_density 5.27 \
    drt_iter0_drc 408 \
    worstMarginPinSlew_ns 0.817 \
    start_kind "flip-flop" \
    numPortBuffers 8 \
    use_met2_pct 23.7 \
    synthCells 749 \
    grt_first_pass_wirelength_um 26200 \
    dpl.hpwl_um 11900 \
    cp_max_fo 13 \
    crit_family "AND-OR/OR-AND gates" \
    reg_top3 "vga_sync_inst.hctr_q: 12 flops, vga_sync_inst.vctr_q: 12 flops" \
    postSynthSeqShare_pct 26.0 \
    comb_power_share_pct 2.9 \
    synth-edff-count 0 \
    area_leaders "ha_1 (17%), dfrtn_1 (10%), dfrtp_1 (9.0%)" \
    grt-ovfl-total 0 \
    die_x_um 148 \
    untimed_endpoints 28 \
    synth.top_cell.area_share_pct 17.2 \
    layout_top_cell "ha_1" \
    grt_max_degree 39 \
    ys_cells 749 \
    final_cell_mix "ha_1 (88), xnor2_1 (59), inv_1 (57)" \
    post-route-period-util_pct 81.2 \
    numCtsBuffers 5 \
    pwr-share-seq_pct 44.1 \
    min_period_ns 3.73 \
    crit_slowest_cell "dfrtp_1" \
    setup_violations 0 \
    synth_warnings 8 \
    final_antenna_net_count 0 \
    place_area_mm2 0.00670 \
    max_slew_margin_pct 45.5 \
    timing.critical_path.from "breakout_game_inst.ball_y_reg[0]" \
    htree_levels 2 \
    drv_slew 0 \
    worstPathRequired_ns 4.82 \
    n_antenna_cell 0 \
    wirelength_um 15900 \
    path_class "flip-flop to flip-flop" \
    worst_setup_path_end_kind "flip-flop" \
    grt_antenna_before_repair 0 \
    wire_per_inst_um 15.7 \
    clk_pin_slew_worst_paths_ns 0.07 \
    syn_area_mm2 0.00640 \
    grt_use_met3_pct 1.04 \
    setup_tns_ns 0 \
    io_pins 9 \
    initCoreUtil_pct 30.5 \
]
==> layer usage <==
| layer | part of all wire, % | vias to the layer above |
|---|---|---|
| met2 | 45 | 96 |
| met5 | 0 | - |
| met3 | 3.8 | 9 |
| li1 | - | 2669 |
| met4 | 1.1 | 0 |
| met1 | 50 | 2551 |
==> cells in the mapped netlist, types with 9 or more instances <==
cell,number
a31oi_1,11
xor2_1,9
nor4_1,9
mux2i_1,12
nor2_1,54
nor3_1,29
nand2b_1,10
nand3_1,26
and3_1,9
o21ai_0,35
nand4_1,18
inv_1,57
a21oi_1,29
dfstp_2,16
ha_1,88
dfrtp_1,23
nand2_1,48
o21ai_1,13
xnor2_1,59
clkbuf_1,23
dfrtn_1,26
==> worst paths after layout <==
kind | to | slack [ns] | depth (start not counted)
worst max register to register | breakout_game_inst.ball_x_reg[7] | 0.87 | 16
worst min-delay path | breakout_game_inst.wall_reg[0] | 0.52 | 1
worst max-delay path | breakout_game_inst.ball_x_reg[7] | 0.87 | 16
max in group asynchronous | breakout_game_inst.wall_reg[4] | 3.01 | 2
worst min register to register | breakout_game_inst.wall_reg[0] | 0.52 | 1
min in group asynchronous | breakout_game_inst.bar_top_reg[8] | 0.65 | 1
==> final cells by class <==
type / count / area (um^2)
multi-input cells: 590 / 4360
clock inverters: 3 / 46.3
inverters: 57 / 214
fillers: 2196 / 14100
repair buffers: 14 / 120
clock buffers: 5 / 125
well taps: 275 / 344
flip-flops and latches: 66 / 1670
==> kinds of logic (layout without fill, tap and decap cells) <==
kind of cell / Yosys count / in the layout / share of synthesized area (%)
AOI/OAI and AO/OA: 160 / 160 / 16.8
xor gates and xnor gates: 69 / 69 / 9.56
adders and majority gates: 90 / 90 / 17.8
buffers and inverters: 93 / 79 / 5.96
DFF: 66 / 66 / 26.0
muxes: 16 / 16 / 2.58
and+or+nand+nor: 255 / 255 / 21.3
==> power by group through the flow <==
stage,Sequential (uW),Combinational [uW],Clock (uW)
CTS,355,25.0,436
global route,354,27.9,448
finish,355,23.5,426
==> worst reg2reg max path, cell delays in order, from the launching register on <==
cell and delay (ns):
dfrtp_1 0.48, inv_1 0.16, ha_1 0.31, nand2b_1 0.14
and2_1 0.19, nand3_1 0.10, xnor2_1 0.30, ha_1 0.31
a21o_1 0.16, a21oi_1 0.13, and2_1 0.13, o21ai_0 0.09
a211oi_1 0.29, mux2i_1 0.23, buf_4 0.25, mux2i_1 0.25
xnor2_1 0.13
==> metrics by stage <==
step	util, %	hold slack (ns)	power (uW)	worst slack, ns
6_report	32.8	0.521	804	0.867
5_1_grt	32.8	0.539	830	0.521
4_1_cts	32.8	0.523	815	0.853
3_5_place_dp	32.0	0.511	386	0.884
3_3_place_gp	32.0	0.510	386	0.991
2_1_floorplan	-	0.480	368	1.12
Power and IR drop assume default switching activity.
